$ cat flow/design.v
module D_FF (q, d, reset, clk);
output q;
input d, reset, clk;
reg q;  
always @(posedge clk or posedge reset)
if (reset)
q = 0;  
else
q = d;  
endmodule
module RegBit(BitOut, BitData, WriteEn,reset, clk);
output BitOut;  
input BitData, WriteEn; 
input reset,clk;
wire d,f1, f2;  
wire reset;
and #(50) U1(f1, BitOut, (~WriteEn));
and #(50) U2(f2, BitData, WriteEn);
or  #(50) U3(d, f1, f2);
D_FF DFF0(BitOut, d, reset, clk);
endmodule
module register32bit (RegOut,RegIn,WriteEn,reset,clk); 
output [31:0] RegOut;
input [31:0] RegIn;
input WriteEn,reset, clk;
RegBit bit31(RegOut[31],RegIn[31],WriteEn,reset,clk);
RegBit bit30(RegOut[30],RegIn[30],WriteEn,reset,clk);
RegBit bit29(RegOut[29],RegIn[29],WriteEn,reset,clk); 
RegBit bit28(RegOut[28],RegIn[28],WriteEn,reset,clk); 
RegBit bit27(RegOut[27],RegIn[27],WriteEn,reset,clk); 
RegBit bit26(RegOut[26],RegIn[26],WriteEn,reset,clk); 
RegBit bit25(RegOut[25],RegIn[25],WriteEn,reset,clk); 
RegBit bit24(RegOut[24],RegIn[24],WriteEn,reset,clk); 
RegBit bit23(RegOut[23],RegIn[23],WriteEn,reset,clk); 
RegBit bit22(RegOut[22],RegIn[22],WriteEn,reset,clk); 
RegBit bit21(RegOut[21],RegIn[21],WriteEn,reset,clk); 
RegBit bit20(RegOut[20],RegIn[20],WriteEn,reset,clk); 
RegBit bit19(RegOut[19],RegIn[19],WriteEn,reset,clk); 
RegBit bit18(RegOut[18],RegIn[18],WriteEn,reset,clk); 
RegBit bit17(RegOut[17],RegIn[17],WriteEn,reset,clk); 
RegBit bit16(RegOut[16],RegIn[16],WriteEn,reset,clk); 
RegBit bit15(RegOut[15],RegIn[15],WriteEn,reset,clk); 
RegBit bit14(RegOut[14],RegIn[14],WriteEn,reset,clk); 
RegBit bit13(RegOut[13],RegIn[13],WriteEn,reset,clk); 
RegBit bit12(RegOut[12],RegIn[12],WriteEn,reset,clk); 
RegBit bit11(RegOut[11],RegIn[11],WriteEn,reset,clk); 
RegBit bit10(RegOut[10],RegIn[10],WriteEn,reset,clk); 
RegBit bit9 (RegOut[9], RegIn[9], WriteEn,reset,clk); 
RegBit bit8 (RegOut[8], RegIn[8], WriteEn,reset,clk); 
RegBit bit7 (RegOut[7], RegIn[7], WriteEn,reset,clk); 
RegBit bit6 (RegOut[6], RegIn[6], WriteEn,reset,clk); 
RegBit bit5 (RegOut[5], RegIn[5], WriteEn,reset,clk); 
RegBit bit4 (RegOut[4], RegIn[4], WriteEn,reset,clk); 
RegBit bit3 (RegOut[3], RegIn[3], WriteEn,reset,clk); 
RegBit bit2 (RegOut[2], RegIn[2], WriteEn,reset,clk); 
RegBit bit1 (RegOut[1], RegIn[1], WriteEn,reset,clk); 
RegBit bit0 (RegOut[0], RegIn[0], WriteEn,reset,clk); 
endmodule
$ cat flow/run.sh
#!/bin/bash
# OpenROAD 26Q1-2900-gdf79404cd8, Yosys 0.63+post, stock flow scripts
make -C /OpenROAD-flow-scripts/flow DESIGN_CONFIG=/design/flow/config.mk WORK_HOME=/design/flow/orfs finish
$ cat flow/config.mk
export PLATFORM = sky130hd
export DESIGN_NAME = register32bit
export DESIGN_NICKNAME = register32bit
export VERILOG_FILES = /design/flow/design.v
export SDC_FILE = /design/flow/constraint.sdc
export NUM_CORES = 4
export LEC_CHECK = 1
export CORE_UTILIZATION = 30
$ cat flow/constraint.sdc
current_design register32bit

set clk_period 1.1
set clk_io_pct 0.2

create_clock -name clk0 -period $clk_period [get_ports {clk}]

set non_clock_inputs [all_inputs -no_clocks]
set_input_delay [expr $clk_period * $clk_io_pct] -clock clk0 $non_clock_inputs
set_output_delay [expr $clk_period * $clk_io_pct] -clock clk0 [all_outputs]
==> notes.md <==
yosys + openroad results -> PwrDens=around 1300 mW/mm^2, final setup violating endpoints=0, CP startpoint kind=register, Reg clk slew, reported paths=roughly 0.070 ns, tool warnings=25, initial antenna violation count=0, DRT antenna net count=0, hold_ws=~0.31 ns, DRC=0, Row Count=26, gr ovfl total=0, Latency at later pin=0.27 ns, yosys cell count=between 100 and 150, # diodes=0, wire length of the first global-routing pass=about 4200 um, gr usage total=between 10% and 20%, outcome=finished, final reports clean, cell type with the largest total area=dfrtp_1, Clock Tree Buf Depth=2, Peak VDD IR=between 0.7 and 0.8 mV, number of buffers created by CTS=5, Mux area share=between 20% and 30%, Worst Clk Skew=0 ns, via count of the first global-routing pass=917, Hold/Removal Path Class=primary input to asynchronous set/reset pin, layout cells sized above 1=43.48%, Setup crit end kind=primary output, Seq/Total Area, Yosys=between 50% and 60%, Top logic family=multiplexers, Ports=around 67, Synth Warn #=1, Max FO, Critical Path=2, Post-CTS Hold Buffers=0, H-tree depth=2, Avg WL per Cell=11.63 um, Core Region=slightly above 0.005 mm^2, top cells by area=dfrtp_1 (50%), mux2_4 (28%), buf_4 (15%), buf_12 (3.8%), mux2_2 (1.4%), Synth Area per Inst=15.73 um^2, root buffer cell=clkbuf_8, Routed WL=2686 um, adder share=0%, leakage=1.073 nW, die area=0.005592 mm^2, Synth-to-Final Area Change=43.31%, post-synthesis sequential element count=32, and+or+nand+nor area frac=0%, placed cell area=between 0.002 and 0.0025 mm^2, slowest CP cell=dfrtp_1, XOR Share, Synth=0%, First-pass DRT Iterations=4, f_max=roughly 950 MHz, largest net degree at the start of global routing=24, Unique masters post-synth=7, CP Cell Sequence=clkdlybuf4s15_1, Cells after Synth=approximately 100, Vias=~890, most frequent cells in the layout=clkdlybuf4s50_1 (33), dfrtp_1 (32), mux2_4 (30), clkdlybuf4s15_1 (24), buf_4 (19), initial DRC count=11, post-synthesis compound-gate area fraction=0%, CTS sink cnt=32, dominant logic cell type in the layout=clkdlybuf4s50_1, Max-cap violations=0, Final Hold Fails=0, Slew @ Worst Pin=~0.17 ns, RD Place Congestion=~0.67, Port Buf Inserts=66, Slew Limit Fails=0, Die Y=around 75 um, post-synth top area share=50.39%, CP bufs+invs=1, die span in x=~75 um, CTS tree=built, crit path time final=1.055 ns, critical path required time=0.88 ns, CP Data Arrival Time=0.83 ns, Mapped Area=approximately 0.0016 mm^2, yosys synthesis chip area=between 0.0015 and 0.002 mm^2, post-DP HPWL=~1900 um, worst setup path class=register to primary output, slew margin rel.=88.74%, Final Instance Area=~0.0023 mm^2, Via density=a little under 4, crit-path max cell delay=0.39 ns, CP delay by family, top=flip-flops, Final Cycle Share=between 90% and 100%, Starting Density=31.11%
routing by layer:
layer,global-route usage [%],routed length (um),vias up
met3,3.121,228,5
met1,15.84,1233,429
met2,14.41,1185,40
met4,1.887,39,0
li1,-,-,417
met5,0,0,-
per-stage QoR:
step / util (%) / instances / worst slack [ns] / setup TNS (ns) / power [mW]
after global placement: 41.03 / 206 / 0.04723 / 0 / 1.982
after detailed placement: 41.03 / 206 / 0.04814 / 0 / 1.984
after global routing: 44.59 / 231 / -0.004425 / -0.004425 / 3.072
final: 44.59 / 231 / 0.04508 / 0 / 2.893
after floorplan: - / 101 / 0.1892 / 0 / 1.754
after CTS: 44.93 / 228 / 0.01485 / 0 / 2.965
cell families after synthesis:
kind of cell,count (synthesis)
buffers and inverters,37
DFF,32
muxes,32
where the power goes:
group          leakage (nW)  switching (mW)  internal, mW
Clock                0.0445           0.407         0.508
Sequential            0.374          0.0628          1.30
Combinational         0.655           0.133         0.487
Total                  1.07           0.603          2.29
area by class of cell:
| type | instances | area (um^2) |
|---|---|---|
| Fill cell | 462 | 2830 |
| Timing Repair Buffer | 88 | 818.3 |
| Sequential cell | 32 | 800.8 |
| Multi-Input combinational cell | 32 | 473.0 |
| Tap cell | 70 | 87.58 |
| Clock buffer | 7 | 86.33 |
| Clock inverter | 1 | 7.507 |
| Inverter | 1 | 3.754 |
final timing paths:
| kind | from | endpoint | slack, ns | cells past startpoint |
|---|---|---|---|---|
| setup / recovery | register | RegOut[25] | 0.05 | 1 |
| hold / removal | reset | asynchronous set/reset pin | 0.31 | 3 |
| setup reg to reg | register | register | 0.10 | 3 |
| hold reg to reg | register | register | 0.51 | 1 |
| max in group asynchronous | reset | asynchronous set/reset pin | 0.64 | 3 |
| min in group clk0 | WriteEn | register | 0.33 | 2 |
what timing repair did:
action                     4_1_cts  5_1_grt
buffers inserted                14        3
pin swaps                        0        0
setup endpoints to repair       32        9
gates resized                   64        8
synthesized netlist by cell type, drive strengths merged:
master and number:
inv 1, dfrtp 32, mux2 32, buf 36
No activity file was given, so power comes from the tool's default toggle rates.
